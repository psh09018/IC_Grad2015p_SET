--- ./run.sh ---
#!/bin/bash
# OpenROAD 26Q1-2900-gdf79404cd8, Yosys 0.63+post, stock flow scripts
make -C /OpenROAD-flow-scripts/flow DESIGN_CONFIG=/design/flow/config.mk WORK_HOME=/design/flow/orfs finish
--- ./design.v ---
module SET (clk ,rst, en,central,radius, mode, busy, valid, candidate);
input clk;
input rst;
input en;
input [23:0] central;
input [11:0] radius;
input [1:0] mode;
output reg busy;
output reg valid;
output reg [7:0]candidate;
reg [3:0] x;
reg [3:0] y;
reg [7:0] dis;
reg d_r1;   
reg d_r2;
reg d_r3;
reg [3:0] state;
parameter initialization = 4'd0; 
parameter get_dis1_1 = 4'd1;
parameter get_dis1_2 = 4'd2;
parameter get_dis1_3 = 4'd3;
parameter get_dis1 = 4'd4;
parameter get_dis2_1 = 4'd5;
parameter get_dis2_2 = 4'd6;
parameter get_dis2 = 4'd7;
parameter get_dis3_1 = 4'd8;
parameter get_dis3_2 = 4'd9;
parameter get_dis3 = 4'd10;
parameter decide_candidate = 4'd11;
parameter counter = 4'd12;
reg signed [3:0] a;
wire [7:0] multiplier = a * a;
always @(posedge clk or posedge rst) begin
	if(rst) begin
		x<=4'd0;
		y<=4'd0;
		d_r1<=0;
		d_r2<=0;
		d_r3<=0;
		busy<=0;
		valid<=0;
		candidate<=8'd0;
		state<=initialization;
	end
	else begin
		case(state)
			initialization: begin
				valid<=0;
				candidate<=8'd0;
				x<=4'd1;
				y<=4'd1;
				if(en) begin
					busy<=1;
					state<=get_dis1_1;
				end
			end
			get_dis1_1: begin
				a <= x-central[23:20];
				state <= get_dis1_2;
			end
			get_dis1_2: begin
				dis <= multiplier;
				a <= y-central[19:16];
				state <= get_dis1_3;
			end
			get_dis1_3: begin
				dis <= dis + multiplier;
				a <= radius[11:8];
				state <= get_dis1;
			end
			get_dis1: begin
				if(dis <= multiplier) d_r1 <= 0;
				else d_r1 <= 1;
				a <= x-central[15:12];
				state <= get_dis2_1;
			end
			get_dis2_1: begin
				dis <= multiplier;
				a <= y-central[11:8];
				state <= get_dis2_2;
			end
			get_dis2_2: begin
				dis <= dis + multiplier;
				a <= radius[7:4];
				state <= get_dis2;
			end
			get_dis2: begin
				if(dis <= multiplier) d_r2 <= 0;
				else d_r2 <= 1;
				a <= x-central[7:4];
				state <= get_dis3_1;
			end
			get_dis3_1: begin
				dis <= multiplier;
				a <= y-central[3:0];
				state <= get_dis3_2;
			end
			get_dis3_2: begin
				dis <= dis + multiplier;
				a <= radius[3:0];
				state <= get_dis3;
			end
			get_dis3: begin
				if(dis <= multiplier) d_r3 <= 0;
				else d_r3 <= 1;
				state <= decide_candidate;
			end
			decide_candidate: begin
				case(mode)
					2'b00: begin
						if(!d_r1) candidate <= candidate + 8'd1;
						else candidate <= candidate;
					end
					2'b01: begin
						if(!d_r1&&!d_r2) candidate <= candidate + 8'd1;
						else candidate <= candidate;
					end
					2'b10: begin
						if((!d_r1&&d_r2)||(d_r1&&!d_r2)) candidate <= candidate + 8'd1;
						else candidate <= candidate;
					end
					2'b11: begin
						if((!d_r1&&!d_r2&&d_r3)||(!d_r1&&d_r2&&!d_r3)||(d_r1&&!d_r2&&!d_r3)) candidate <= candidate + 8'd1;
						else candidate <= candidate;
					end
				endcase
				state <= counter;
			end
			counter: begin
				if(x==4'd8&&y==4'd8) begin
					busy <= 0;
					valid <= 1;
					state <= initialization;
				end
				else if(x!=4'd8) begin
					x <= x+4'd1;
					state <= get_dis1_1;
				end
				else begin
					x <= 4'd1;
					y <= y+4'd1;
					state <= get_dis1_1;
				end
			end
		endcase
	end
end
endmodule
--- ./config.mk ---
export PLATFORM = sky130hd
export DESIGN_NAME = SET
export DESIGN_NICKNAME = SET
export VERILOG_FILES = /design/flow/design.v
export SDC_FILE = /design/flow/constraint.sdc
export NUM_CORES = 4
export LEC_CHECK = 1
export CORE_UTILIZATION = 40
--- ./constraint.sdc ---
current_design SET

set clk_period 2.6
set clk_io_pct 0.2

create_clock -name clk0 -period $clk_period [get_ports {clk}]

set non_clock_inputs [all_inputs -no_clocks]
set_input_delay [expr $clk_period * $clk_io_pct] -clock clk0 $non_clock_inputs
set_output_delay [expr $clk_period * $clk_io_pct] -clock clk0 [all_outputs]
==> reports/metrics.yaml <==
worst_setup_path:
  max_stage_delay_ns: 0.57
  arrival_ns: 3.73
  slowest_stage: "fa_2"
  start_kind: "flip-flop"
  cp.buffers_inverters: 3
  crit_type: "flip-flop to flip-flop"
  worstSetupEndpointType: "flip-flop"
  cp.required_ns: 2.65
  critPathTopFamily: "adder cells"
  cp_max_fo: 4
  crit_path_cell_trace: "inv_2 -> nor2_2 -> ha_4 -> xnor2_2 -> fa_1 -> ha_4 -> inv_2 -> fa_2 -> inv_2 -> ha_4 -> nor2_1 -> a211oi_2 -> a31oi_1 -> xor2_1 -> nor2_1 -> xnor2_1"
yosys:
  synth-seq-cells: 46
  ys_seq_share: 0.368
  ys_cells: 355
  ys_area_um2: 3300
  synth-xor-area-share: 0.0744
  adder_share: 0.187
  ys_sh_mux: 0.00304
  avgSynthCellArea_um2: 9.29
  syn-cell-area_um2: 3300
  yosysUniqueCellTypes: 42
  yosysWarnings: 1
  ys_sh_aoi: 0.174
  synth-simple-area-share: 0.144
  topCombFamilyByArea: "adder cells"
  syn_inst: 355
die:
  row_count: 32
  core_um2: 7850
  ios: 51
  die-height_um: 92.8
  dieArea_um2: 8610
  die_x_um: 92.8
  fp_util: 0.420
detailed_routing:
  drt_iter0_markers: 62
  via_per_inst: 5.01
  route.vias.total: 2733
  drt-met1-wl_mm: 3.49
  first_pass_iters: 4
  routedWlPerCell_um: 13.2
  remaining_drc_errors: 0
  dr_wl_met3_um: 166
  top_layer: "met4"
  dr_wl_met2_mm: 3.44
  diodes: 0
  detail-route-antenna-nets: 0
  wirelength_mm: 7.17
finish:
  drive_above_1_share: 0.190
  finalNonFillerCells: 545
  area_growth_pct: 37.0
  stdcell_area_um2: 4520
cts:
  clock-sinks: 46
  cts_hold_buf: 0
  cts_tree: "yes"
  cts_buffer_depth: 2
  cts-root-buf: "clkbuf_8"
  htree_levels: 2
  cts_buffers: 5
  clk_pin_slew_worst_paths_ns: 0.09
  clk_latency_ns: 0.29
timing:
  relSlewSlack: 0.651
  worstMarginPinSlew_ns: 0.519
  worst_hold_slack_ns: 0.381
  final_hold_viol_count: 0
  maxSlewViolCount: 0
  max_clock_freq_mhz: 272
  clock_skew_ns: 0.00540
  fin_crit_ns: 3.67
  worst_slack_ns: -1.07
  rsz0062_at_grt: "yes"
  setup_viol: 8
  timing.final.crit_share: 1.41
power:
  powerDensity_nw_per_um2: 742
  ir_worst_vdd_v: 0.000296
  combPwrFrac: 0.558
  p_seq_frac: 0.298
  p_int_mw: 2.13
  netSwitchingFraction: 0.363
  switchingPower_mw: 1.22
  clockPowerShare: 0.144
  total_power_mw: 3.35
  power_leakage_nw: 2.04
min_path:
  hold_path_class: "flip-flop to flip-flop"
run_status:
  failed_checks: "negative setup slack"
  status: "complete, but fails checks"
global_route:
  grt_max_degree: 35
  grtUsageTotal: 0.180
  antenna_found_initial: 0
  grt-ovfl-total: 0
  grt_pass1_wl_mm: 12.1
  grt_pass1_vias: 2607
place:
  hpwl_mm: 5.64
  placed_area_um2: 4210
  place_inst: 532
  numPortBuffers: 50
  pre_cts_ws_ns: -1.17
  place.gp.congestion: 0.834
flow_run:
  warnings: 38
  drv_cap: 0
path summary, 6_finish.rpt:
check                                        start            endpoint  slack, ns  cells after the start
min in group asynchronous                      rst  state[1]$_DFF_PP0_       0.69                      3
worst max-delay path                a[3]$_DFFE_PP_    dis[7]$_DFFE_PP_      -1.07                     16
worst min register to register  state[7]$_DFF_PP0_  state[4]$_DFF_PP0_       0.38                      0
worst max register to register      a[3]$_DFFE_PP_    dis[7]$_DFFE_PP_      -1.07                     16
worst min-delay path            state[7]$_DFF_PP0_  state[4]$_DFF_PP0_       0.38                      0
max in group asynchronous                      rst  state[0]$_DFF_PP1_       1.57                      3
power groups by stage:
stage | logic (mW) | registers [mW] | clock network, mW
CTS | 1.73 | 0.998 | 0.503
global route | 2.11 | 1.02 | 0.523
finish | 1.87 | 0.999 | 0.483
area by class of cell:
type | instances | area [um^2]
clock buffer | 7 | 96.3
fill | 670 | 3330
inverter | 36 | 135
sequential | 46 | 1210
multi-input combinational | 267 | 2150
tap | 102 | 128
timing repair buffer | 86 | 790
clock inverter | 1 | 8.76
kinds of logic after synthesis:
group / after synthesis
and+or+nand+nor: 103
adders and majority gates: 45
muxes: 1
xor gates and xnor gates: 28
AOI/OAI and AO/OA: 90
buffers and inverters: 42
DFF: 46
per-layer routing:
layer | track usage | vias to the layer above
li1 | - | 1421
met1 | 0.288 | 1271
met2 | 0.285 | 33
met3 | 0.0192 | 8
met4 | 0.0167 | 0
met5 | 0 | -
sequential cells by signal, summed over array words and instances, names as in the netlist:
signal / flops
state: 13
busy: 1
x: 4
valid: 1
d_r2: 1
candidate: 8
d_r3: 1
d_r1: 1
y: 4
dis: 8
a: 4
placed cells by master, fill, tap and decap left out, types with 3 or more instances in the layout:
cell type        synthesis  routed
o21ai_0                 21      20
ha_1                    38      27
a22oi_1                  4       3
nor2_1                  31      28
buf_6                    1       5
a21oi_1                 27      25
or3_1                    3       3
xnor2_2                  0       3
xor2_1                  16      14
and2_1                   4       4
dfrtp_1                 33      33
a21o_1                   7       7
inv_1                   36      28
nand4_1                  3       3
clkdlybuf4s50_1          0      50
nand3_1                  4       4
a222oi_1                 4       4
fa_1                     7       6
buf_4                    0      31
nand2_1                 37      36
nor3b_1                  3       3
edfxtp_1                12      12
nand2b_1                 4       4
o2111ai_1                3       3
a31oi_1                  7       6
o31ai_1                  4       4
nor3_1                   5       3
xnor2_1                 12       9
clkbuf_8                 0       7
a22o_1                   6       6
ha_4                     0      10
inv_2                    0       8
repair_timing:
item | in CTS | in global routing
buffers inserted | 2 | 3
cloned | 0 | 0
gates resized | 7 | 26
pin swaps | 9 | 14
setup endpoints to repair | 8 | 8
metrics by stage:
step	setup TNS, ns	utilization
2_1_floorplan	-6.40	-
3_3_place_gp	-7.14	0.536
3_5_place_dp	-7.59	0.536
4_1_cts	-7.10	0.556
5_1_grt	-7.86	0.576
6_report	-6.68	0.576
cell usage after synthesis:
cell type  number  area (um^2)
a211oi_1        2         15.0
a21o_1          7         52.6
a21oi_1        27          135
a222oi_1        4         40.0
a22o_1          6         52.6
a22oi_1         4         30.0
a311oi_2        1         15.0
a31oi_1         7         43.8
and2_1          4         25.0
and2b_1         1         7.51
and3_1          2         12.5
buf_6           1         11.3
clkbuf_1        5         18.8
dfrtp_1        33          826
dfstp_2         1         26.3
edfxtp_1       12          360
fa_1            7          140
ha_1           38          475
inv_1          36          135
mux2i_1         1         10.0
nand2_1        37          139
nand2_2         1         6.26
nand2b_1        4         25.0
nand3_1         4         20.0
nand3b_1        1         7.51
nand4_1         3         18.8
nor2_1         31          116
nor2b_1         2         12.5
nor3_1          5         25.0
nor3b_1         3         22.5
nor4_1          1         6.26
o2111ai_1       3         26.3
o211ai_1        1         7.51
o21ai_0        21          105
o21ai_1         1         5.00
o21bai_1        1         7.51
o221ai_1        1         8.76
o31ai_1         4         30.0
or3_1           3         18.8
or4_4           1         11.3
xnor2_1        12          105
xor2_1         16          140
Power is estimated from default activity; no workload was simulated.
